[/design/flow/design.v]
`timescale 1ns / 1ps
module CPU(
 input clock, enable, reset, start,
 input  [15:0] d_datain,
 input  [15:0] i_datain,
 output reg [7:0] d_addr,
 output reg [15:0] d_dataout,
 output reg d_we
    );
reg signed [15:0] gr [7:0];
reg signed [15:0] data_memory [255:0];
reg signed [15:0] op_memory [255:0];
reg nf, zf, cf;
reg state, next_state;
reg dw;
reg [7:0] pc;
reg [15:0] id_ir;
reg [15:0] wb_ir;
reg [15:0] ex_ir;
reg [15:0] mem_ir;
reg [15:0] smdr = 0;
reg [15:0] smdr1 = 0;
reg [15:0] reg_C1;
reg [15:0] reg_A;
reg [15:0] reg_B;
reg [15:0] reg_C;
reg [15:0] ALUo;
always @(posedge clock)
	begin
		if (!reset)
			state <= 1'b0;
		else
			state <= next_state;
	end
always @(*)
	begin
		case (state)
			1'b0 : 
				if ((enable == 1'b1) 
				&& (start == 1'b1))
					next_state <= 1'b1;
				else	
					next_state <= 1'b0;
			1'b1 :
				if ((enable == 1'b0) 
				|| (wb_ir[15:11] == 5'b00001))
					next_state <= 1'b0;
				else
					next_state <= 1'b1;
		endcase
	end
always @(posedge clock or negedge reset)
	begin
		if (!reset)
			begin
            id_ir <= 16'b0000_0000_0000_0000;
            pc <= 8'b0000_0000;
			end
		else if (state ==1'b1)
			begin
				id_ir <= i_datain;
				if(((mem_ir[15:11] == 5'b11010)
					&& (zf == 1'b1)) 
				|| ((mem_ir[15:11] == 5'b11011)
					&& (zf == 1'b0)))
					pc <= reg_C[7:0];
				else if(((mem_ir[15:11] == 5'b11100)
					&& (nf == 1'b1)) 
				|| ((mem_ir[15:11] == 5'b11101)
					&& (nf == 1'b0)))
					pc <= reg_C[7:0];
				else if(((mem_ir[15:11] == 5'b11110)
					&& (cf == 1'b1)) 
				|| ((mem_ir[15:11] == 5'b11111)
					&& (cf == 1'b0)))
					pc <= reg_C[7:0];
				else if((mem_ir[15:11] == 5'b11000)			
				|| (mem_ir[15:11] == 5'b11001))					
					pc <= reg_C[7:0];
				else
					pc <= pc + 1;
			end
	end
always @(posedge clock or negedge reset) 
    begin
	    if (!reset)
			begin
				ex_ir <= 16'b0000_0000_0000_0000;
				reg_A <= 0;
				reg_B <= 0;
			end
		else if (state == 1'b1)
			begin
				ex_ir <= id_ir;
				if ((id_ir[15:14] == 2'b11 && id_ir[15:11] != 5'b11000) 
				|| (id_ir[15:11] == 5'b10000)
				|| (id_ir[15:11] == 5'b01001)
				|| (id_ir[15:11] == 5'b10011))
					reg_A <= gr[(id_ir[10:8])];
				else 
					reg_A <= gr[id_ir[6:4]];
				if  ((id_ir[15:11] == 5'b01000)
                    || (id_ir[15:11] == 5'b10001)
				    || (id_ir[15:11] == 5'b01011)
				    || (id_ir[15:11] == 5'b10111)
					|| (id_ir[15:11] == 5'b01100)
					|| (id_ir[15:11] == 5'b01101)
					|| (id_ir[15:11] == 5'b01111)
					|| (id_ir[15:11] == 5'b01110))
					reg_B <= gr[id_ir[2:0]];
				else if (id_ir[15:11] == 5'b00011)
					begin
						reg_B <= {12'b0000_0000_0000, id_ir[3:0]};  
						smdr <= gr[id_ir[10:8]];  
					end
			end
	end		
always @ (*) 
    begin
		if  (ex_ir[15:11] == 5'b11000)
			ALUo <= {8'b0, ex_ir[7:0]};
		else if  (ex_ir[15:14] == 2'b11)
		    ALUo <= reg_A + {8'b0, ex_ir[7:0]};
		else 
		begin
			case(ex_ir[15:11])
			5'b00010: ALUo <= reg_A + {12'b0000_0000_0000, ex_ir[3:0]};
			5'b00011: ALUo <= reg_A + reg_B;
			5'b10000: {cf, ALUo} <= reg_A + { ex_ir[7:0], 8'b0 };
			5'b01000: {cf, ALUo} <= reg_A + reg_B;
			5'b01001:{cf, ALUo} <= reg_A + { 8'b0, ex_ir[7:0] };
			5'b10001: {cf, ALUo} <= reg_A + reg_B + cf;
			5'b01011: {cf, ALUo} <= {{1'b0, reg_A} - reg_B};
			5'b10011: {cf, ALUo} <= {1'b0, reg_A }- { 8'b0, ex_ir[7:0] };
			5'b10111:{cf, ALUo} <= {{1'b0, reg_A} - reg_B - cf};
			5'b01100: {cf, ALUo} <= {{1'b0, reg_A} - reg_B};
			5'b01101: {cf, ALUo} <= {1'b0, reg_A & reg_B};
			5'b01111: {cf, ALUo} <= {1'b0, reg_A | reg_B};
			5'b01110: {cf, ALUo} <= {1'b0, reg_A ^ reg_B};
			5'b00100: {cf, ALUo} <= {reg_A[16 - ex_ir[3:0]], reg_A << ex_ir[3:0]};
			5'b00110: {cf, ALUo} <= {reg_A[ex_ir[3:0] - 1], reg_A >> ex_ir[3:0]};
			5'b00101: {cf, ALUo} <= {reg_A[ex_ir[3:0] - 1], reg_A <<< ex_ir[3:0]};
			5'b00111: {cf, ALUo} <= {reg_A[16 - ex_ir[3:0]], reg_A >>> ex_ir[3:0]};
			default: begin
			         cf <= 0;
					 end
        endcase								
		end
 end
always @(posedge clock or negedge reset) 
    begin
	    if (!reset)
			begin
				mem_ir <= 16'b0;
				reg_C <= 15'b0;
			end
		else if (state == 1'b1)
			begin
				mem_ir <= ex_ir;
				reg_C <= ALUo;
				if (ex_ir[15:11] == 5'b00011)
					begin
						dw <= 1'b1;
						smdr1 <= smdr;
					end
				else if((ex_ir[15:14] != 2'b11) && ex_ir[15:14] != 5'b00010)
				     begin
				       zf <= (ALUo == 0)? 1:0;
						 nf <= (ALUo[15] == 1'b1)? 1:0;
				     end							
			end			
    end
always @(posedge clock or negedge reset) 
    begin
	    if (!reset)
			begin
				wb_ir <= 16'b0;
				reg_C1 <= 15'b0;
			end
		else if (state == 1'b1)
			begin
				wb_ir <= mem_ir;
				if (mem_ir[15:11] == 5'b00010)
					reg_C1 <= d_datain;
				else if(mem_ir[15:11] == 5'b00011)
				    d_dataout <= smdr1; 
				else if(mem_ir[15:14] != 2'b11)
					reg_C1 <= reg_C;				
			end			
	end
always @(posedge clock or negedge reset) 
    begin
	    if (!reset)
			begin
			   gr[0] <= 15'b0;
				gr[1] <= 15'b0;
				gr[2] <= 15'b0;
				gr[3] <= 15'b0;
				gr[4] <= 15'b0;
				gr[5] <= 15'b0;
				gr[6] <= 15'b0;
				gr[7] <= 15'b0;
			end			
		else if (state == 1'b1)
			begin
				if ((wb_ir[15:14] != 2'b11) 
				   &&(wb_ir[15:11] != 5'b00011)		  
				   &&(wb_ir[15:11] != 5'b01100)
				)
					gr[wb_ir[10:8]] <= reg_C1;
			end	
   end
endmodule
[/design/flow/run.sh]
#!/bin/bash
# OpenROAD 26Q1-2900-gdf79404cd8, Yosys 0.63+post, stock flow scripts
make -C /OpenROAD-flow-scripts/flow DESIGN_CONFIG=/design/flow/config.mk WORK_HOME=/design/flow/orfs finish
[/design/flow/config.mk]
export PLATFORM = sky130hd
export DESIGN_NAME = CPU
export DESIGN_NICKNAME = CPU
export VERILOG_FILES = /design/flow/design.v
export SDC_FILE = /design/flow/constraint.sdc
export NUM_CORES = 4
export LEC_CHECK = 1
export CORE_UTILIZATION = 30
[/design/flow/constraint.sdc]
current_design CPU

set clk_period 6.6
set clk_io_pct 0.2

create_clock -name clk0 -period $clk_period [get_ports {clock}]

set non_clock_inputs [all_inputs -no_clocks]
set_input_delay [expr $clk_period * $clk_io_pct] -clock clk0 $non_clock_inputs
set_output_delay [expr $clk_period * $clk_io_pct] -clock clk0 [all_outputs]
==> impl_metrics.xml <==
<?xml version="1.0" encoding="UTF-8"?>
<metrics>
  <group name="grt">
    <metric name="grt_pass1_wl" unit="um">122000</metric>
    <metric name="grt_pass1_vias" unit="">18425</metric>
    <metric name="grt_antenna_before_repair" unit="">4</metric>
    <metric name="gr-usage-all-layers" unit="%">21.7</metric>
    <metric name="grt-ovfl-total" unit="">0</metric>
    <metric name="grt_start_max_net_pins" unit="">65</metric>
  </group>
  <group name="setup_path">
    <metric name="critical_path.most_common_cell" unit="">buf_4</metric>
    <metric name="timing.reg2reg.setup_slack" unit="ns">3.61</metric>
    <metric name="cp_data_arrival_time" unit="ns">3.70</metric>
    <metric name="r2r_start" unit="">id_ir[9]$_DFFE_PN0P_</metric>
    <metric name="crit_path_end_kind" unit="">async pin</metric>
    <metric name="path_cells" unit="">buf_8, buf_4, buf_4, buf_4</metric>
    <metric name="crit_path_top_delay_cell" unit="">buf_4</metric>
    <metric name="worst-endpoint-required" unit="ns">7.25</metric>
    <metric name="setup.worst_path.class" unit="">in2async</metric>
    <metric name="maximum_fanout_along_the_worst_path" unit="">63</metric>
    <metric name="reg2regPathDepth" unit="">8</metric>
    <metric name="rr_endpoint" unit="">reg_A[9]$_DFFE_PN0P_</metric>
    <metric name="critical_path.startpoint_type" unit="">primary input</metric>
    <metric name="critPathMaxStageDelay" unit="ns">0.69</metric>
  </group>
  <group name="detailed_routing">
    <metric name="number_of_optimization_iterations_in_the_first_detailed_route_pass" unit="">6</metric>
    <metric name="route.final.wire_length" unit="um">81800</metric>
    <metric name="viasPerCell" unit="">5.79</metric>
    <metric name="drt_iter0_drc" unit="">1918</metric>
    <metric name="routed_wire_length_per_instance" unit="um">24.3</metric>
    <metric name="remaining_drc_errors" unit="">0</metric>
    <metric name="via_count" unit="">19498</metric>
    <metric name="antenna_violating_nets_post_route" unit="">0</metric>
  </group>
  <group name="final_timing">
    <metric name="timing_hold_violations_final" unit="">0</metric>
    <metric name="max_clock_freq" unit="GHz">0.328</metric>
    <metric name="grt_setup_unrepaired" unit="">false</metric>
    <metric name="timing.max_slew.rel_slack" unit="%">35.1</metric>
    <metric name="timing.final.crit_period" unit="ns">3.05</metric>
    <metric name="totalNegativeSetupSlack" unit="ns">0</metric>
    <metric name="worst-slew-pin-transition" unit="ns">0.969</metric>
    <metric name="final-max-slew-violation-count" unit="">0</metric>
    <metric name="timing.hold.ws" unit="ns">0.414</metric>
    <metric name="untimed_endpoints" unit="">17</metric>
    <metric name="layout_worst_path_cycle_share" unit="%">46.2</metric>
    <metric name="setup_viol_count_final" unit="">0</metric>
    <metric name="max_clock_skew" unit="ns">0.0101</metric>
    <metric name="unclocked_pins" unit="">17</metric>
  </group>
  <group name="synthesis">
    <metric name="netlist_instances" unit="">2443</metric>
    <metric name="post_synth_instance_area" unit="mm2">0.0227</metric>
    <metric name="yosys_warning_total" unit="">13</metric>
    <metric name="synth_top_flop_cell" unit="">dfrtp_1</metric>
    <metric name="synth.avg_cell_area" unit="um2">9.30</metric>
    <metric name="synthArstFlopShare" unit="%">78.4</metric>
    <metric name="yosys-top-cells-area" unit="">dfrtp_1 (26%), mux2_2 (9.8%), edfxtp_1 (6.3%), ha_1 (5.4%), mux4_2 (4.7%)</metric>
    <metric name="ys_types" unit="">101</metric>
    <metric name="post_synth_tally_of_flip_flops_with_integrated_enable" unit="">48</metric>
    <metric name="synth-seq-cells" unit="">306</metric>
    <metric name="top_area_share" unit="%">26.4</metric>
    <metric name="ys_cells" unit="">2443</metric>
    <metric name="yosys_area" unit="mm2">0.0227</metric>
    <metric name="synth_top_cell_by_area" unit="">dfrtp_1</metric>
  </group>
  <group name="final_layout">
    <metric name="n_fill_cell" unit="">7536</metric>
    <metric name="flow.area_growth_from_synthesis" unit="%">9.83</metric>
    <metric name="instances_no_fill" unit="">3367</metric>
    <metric name="layout.area.seq" unit="mm2">0.00773</metric>
    <metric name="layout.core_utilization" unit="%">33.4</metric>
    <metric name="final-comb-area" unit="mm2">0.0139</metric>
    <metric name="layout-drive-gt1-share" unit="%">16.2</metric>
  </group>
  <group name="floorplan">
    <metric name="die-height" unit="um">277</metric>
    <metric name="top_level_ports" unit="">61</metric>
    <metric name="fp_util" unit="%">30.4</metric>
    <metric name="die.size.x" unit="um">277</metric>
    <metric name="core_region_area" unit="mm2">0.0747</metric>
    <metric name="floorplan.rows" unit="">100</metric>
    <metric name="chipArea" unit="mm2">0.0768</metric>
  </group>
  <group name="clock_network">
    <metric name="cts-buffers-inserted" unit="">29</metric>
    <metric name="hold_buffers" unit="">0</metric>
    <metric name="cts-resized-gates" unit="">0</metric>
    <metric name="cts-root-buf" unit="">clkbuf_16</metric>
    <metric name="clkLatencyLatePin" unit="ns">0.55</metric>
    <metric name="cts.reportedPaths.clkPinSlew" unit="ns">0.06</metric>
    <metric name="h-tree-depth" unit="">1</metric>
    <metric name="cts_post_setup_buffers_inserted" unit="">0</metric>
    <metric name="cts_tree" unit="">built</metric>
    <metric name="clock_path_buffers" unit="">3</metric>
  </group>
  <group name="min_path">
    <metric name="hold_start" unit="">smdr1[2]$_DFFE_PP_</metric>
    <metric name="whs_endpoint" unit="">d_dataout[2]$_DFFE_PP_</metric>
    <metric name="class_of_the_tightest_hold_or_removal_check" unit="">reg2reg</metric>
    <metric name="min_delay_path_depth" unit="">0</metric>
  </group>
  <group name="pwr">
    <metric name="p_leak" unit="uW">0.00991</metric>
    <metric name="vdd_drop_max" unit="V">0.000230</metric>
    <metric name="cellPowerDensity" unit="mW/mm2">522</metric>
  </group>
  <group name="run">
    <metric name="stage_log_warnings" unit="">71</metric>
    <metric name="max-cap-violations" unit="">0</metric>
  </group>
  <group name="placed_design">
    <metric name="gp_routability_congestion" unit="">1.05</metric>
    <metric name="placed_cells" unit="">3314</metric>
    <metric name="port_buffers" unit="">51</metric>
    <metric name="hpwl_reported_at_the_end_of_detailed_placement" unit="um">59200</metric>
  </group>
  <group name="status">
    <metric name="outcome" unit="">finished, final reports clean</metric>
  </group>
</metrics>
cells in the mapped netlist (all sizes together), types with 33 or more instances:
cell and count:
a221oi 46, o22ai 41, buf 62, mux2 198, nand2 179, mux4 47
o211ai 33, o21ai 164, a21oi 169, nor2 190, a211oi 33, nor3 39
nand3 61, ha 98, mux2i 56, dfrtp 240, inv 79, clkbuf 142
edfxtp 48, xnor2 64
critical path, delay by kind of cell:
family                 cells  cell delay, ns
buffers and inverters      4            2.23
metrics by stage:
stage / setup slack [ns] / total power [uW] / instance area, um2
detailed placement: 2.89 / 11100 / 24000
global placement: 2.91 / 11100 / 24000
floorplan: 4.11 / 8640 / 22700
finish: 3.55 / 13000 / 25000
global route: 3.19 / 13800 / 25000
CTS: 3.47 / 12800 / 25000
cell usage in the layout (no fill, tap or decap), drive strengths merged, types with 39 or more instances in the layout:
cell type,n
dfrtp,240
mux2,198
nor2,190
nand2,179
a21oi,169
o21ai,164
ha,98
inv,80
xnor2,64
nand3,61
mux2i,56
clkdlybuf4s50,50
edfxtp,48
buf,48
mux4,47
a221oi,46
o22ai,41
nor3,39
registers in the layout, summed over array words and instances, names as in the netlist:
| register | count |
|---|---|
| reg_C | 16 |
| d_dataout | 16 |
| reg_B | 16 |
| wb_ir | 8 |
| ex_ir | 16 |
| smdr | 16 |
| id_ir | 16 |
| reg_A | 16 |
| mem_ir | 8 |
| ALUo | 16 |
| reg_C1 | 16 |
| state | 1 |
| cf | 1 |
| gr | 128 |
| smdr1 | 16 |
power breakdown:
part | internal [uW] | switching, uW | total (uW)
registers | 2550 | 1140 | 3690
logic | 2960 | 4710 | 7670
clock network | 963 | 692 | 1650
layout make-up:
cell class	count	share of cell area (%)
diodes	1	0.0100
inverters	83	1.25
clock inverters	16	0.622
flip-flops and latches	306	31.0
multi-input cells	1858	55.6
repair buffers	98	3.48
clock buffers	36	3.17
well taps	969	4.86
per-layer routing:
layer	global-route usage, %	wire length, um
met1	30.5	34100
met2	32.3	36100
met3	6.76	8310
met4	6.99	3230
met5	0	15
kinds of logic after synthesis:
family | share of synthesized area [%]
latches | 1.12
buffers and inverters | 5.11
multiplexers | 16.9
adder cells (fa/ha/maj) | 5.93
flip-flops | 32.9
AND/OR/NAND/NOR | 14.4
XOR/XNOR | 3.39
AND-OR/OR-AND | 20.3
other | 0.0165
how the worst max path moves through the flow:
stage,start,to,slack [ns],cells past startpoint
after CTS,reset,reg_C[0]$_DFFE_PN0P_,3.47,4
after global routing,reset,ex_ir[12]$_DFFE_PN0P_,3.19,4
final,reset,ex_ir[12]$_DFFE_PN0P_,3.55,4
Power is estimated from default activity; no workload was simulated.
